<file path="./run.sh">
#!/bin/bash
# OpenROAD 26Q1-2900-gdf79404cd8, Yosys 0.63+post, stock flow scripts
make -C /OpenROAD-flow-scripts/flow DESIGN_CONFIG=/design/flow/config.mk WORK_HOME=/design/flow/orfs finish
</file>
<file path="./constraint.sdc">
current_design Register

set clk_period 8.0
set clk_io_pct 0.2

create_clock -name clk0 -period $clk_period [get_ports {clk}]

set non_clock_inputs [all_inputs -no_clocks]
set_input_delay [expr $clk_period * $clk_io_pct] -clock clk0 $non_clock_inputs
set_output_delay [expr $clk_period * $clk_io_pct] -clock clk0 [all_outputs]
</file>
<file path="./design.v">
`timescale 1ns / 1ps
module Register(
    input [4:0] readA,
    input [4:0] readB,
    input [4:0] writeDst,
    input [31:0] writeData,
    input regWrite,
    output [31:0] out1,
    output [31:0] out2,
    input clk
    );
	reg [31:0] regs[0:31];
	initial begin
		regs[0] <= 0;
		regs[8] <= 0;
		regs[9] <= 0;
	end
	assign out1 = regs[readA];
	assign out2 = regs[readB];
	always @(negedge clk) begin
		if(writeDst && regWrite) regs[writeDst] <= writeData;
	end
endmodule
</file>
<file path="./config.mk">
export PLATFORM = sky130hd
export DESIGN_NAME = Register
export DESIGN_NICKNAME = Register
export VERILOG_FILES = /design/flow/design.v
export SDC_FILE = /design/flow/constraint.sdc
export NUM_CORES = 4
export LEC_CHECK = 1
export CORE_UTILIZATION = 40
</file>
==> results.yml <==
# physical design summary
power_and_ir_drop:
  p_leak_uw: 0.0268
  p_seq_share_pct: 41.5
  p_total_uw: 14600
  pwr-share-clk_pct: 50.4
  comb_power_share_pct: 8.1
  p_switching_uw: 4170
  vdd_drop_max_uv: 183
  power_report.internal_total_uw: 10400
  powerDensity_nw_per_um2: 238
  swShare_pct: 28.5
synthesis:
  synthesis.area_um2: 48800
  top_cell_area_share_pct: 63.1
  area_leaders: "edfxtp_1 63%, mux2i_1 21%, a22oi_1 3.0%, a22o_1 2.3%, nand3_1 2.0%"
  ys_seq_share_pct: 63.1
  yosys-top-cells-count: "1024 x edfxtp_1, 1024 x mux2i_1, 195 x nand2_1"
  synthDistinctLibCells: 25
  synth_top_flop_cell: "edfxtp_1"
  synth.largest_area_cell: "edfxtp_1"
  async_reset_ff_share_pct: 0
  ys_cells: 3387
  edf_count: 1024
  syn_avg_cell_area_um2: 14.4
  synth_chip_area_um2: 48800
  synth-warning-count: 1
  synth_flops: 1024
  netlist_instances: 3387
floorplanning:
  rows: 127
  io_pins: 113
  dieArea_um2: 123000
  core_um2: 120000
  chipWidth_um: 351
  fp.dieH_um: 351
  initCoreUtil_pct: 40.5
cells_and_area:
  largest_reg_flops: 1024
  top_register: "regs"
  final_layout_size_suffix_gt1_share_pct: 11.0
  area_growth_pct: 25.8
  reg.largest.list: "regs: 1024 flops"
route:
  via_per_inst: 5.47
  antenna_left: 0
  wirelength_um: 150000
  drt_iter0_drc: 2246
  vias: 34300
  drc: 0
  routedWlPerCell_um: 23.8
  drt_pre_antenna_iters: 5
clock_tree:
  cts_sinks: 1024
  postCtsHoldBufs: 0
  ctsHtreeMaxLevel: 3
  root_buffer: "clkbuf_16"
  numCtsBuffers: 116
  cts.clk_slew.worst_paths_ns: 0.03
  tritoncts: "done"
  cts.path.max_buffers: 3
grt:
  grtUsageTotal_pct: 26.3
  antenna_found_initial: 8
  grt_pass1_wl_um: 220000
  grt.overflow.total: 0
  grt_pass1_vias: 37500
  grt_max_degree: 95
final_timing:
  hold_ws_ns: 4.13
  setup_viol: 0
  post-route-worst-setup-slack_ns: 0.0198
  maxSlewViolCount: 0
  max-slew-margin-rel_pct: 38.4
  tightest_slew_ns: 0.925
  rsz0062_at_grt: "true"
  tns_ns: 0
  hold_viol: 0
worst_setup_path:
  slowest_stage: "clkdlybuf4s50_1"
  crit_path_start_kind: "flop"
  path_buffers: 1
  max_stage_delay_ns: 0.51
  crit_type: "flop to primary output"
  path_delay_family: "buffers and inverters"
  critPathRequiredTime_ns: 6.40
  cp.arrival_ns: 6.38
  path_max_fanout: 2
  crit_path_cell_trace: "mux2i_1 > a22o_1 > nor3_2 > a31oi_4 > nand3_1 > clkdlybuf4s50_1"
  cp-end-kind: "primary output"
place:
  pre_cts_ws_ns: 0.311
  port_buffers: 112
  place_congestion: 0.887
  place_hpwl_um: 83500
hold_path:
  min_path_type: "primary input to primary output"
flow_run:
  tool_warnings: 1030
  drv_cap: 0
run_status:
  status: "finished, final reports clean"
==> layout make-up <==
cell class / instances / area, um2
Clock inverter: 1120 / 4840
Clock buffer: 118 / 2950
Timing Repair Buffer: 264 / 2960
Antenna cell: 5 / 12.5
Multi-Input combinational cell: 2140 / 17800
Fill cell: 9958 / 59100
Tap cell: 1612 / 2020
Sequential cell: 1024 / 30700
==> cells in the final DEF, fill, tap and decap left out, types with 7 or more instances in the layout <==
master | netlist | layout
edfxtp_1 | 1024 | 1024
inv_4 | 0 | 7
nand2_1 | 195 | 193
a31oi_4 | 0 | 12
a31oi_2 | 0 | 24
clkbuf_16 | 0 | 118
a31oi_1 | 64 | 28
nor3_2 | 0 | 40
nor3_1 | 64 | 17
clkinvlp_2 | 0 | 25
nor3_4 | 0 | 7
a21oi_1 | 192 | 192
nand3_1 | 194 | 152
dlygate4sd2_1 | 0 | 20
nor2_4 | 0 | 33
a22oi_1 | 192 | 187
a22o_1 | 128 | 128
buf_4 | 52 | 99
nand3_4 | 0 | 9
buf_12 | 0 | 53
mux2i_1 | 1024 | 1024
clkdlybuf4s50_1 | 0 | 58
bufinv_16 | 0 | 19
nand3_2 | 0 | 33
dlymetal6s2s_1 | 0 | 25
inv_1 | 1 | 1063
conb_1 | 1 | 32
==> power groups by stage <==
stage	registers (uW)	logic, uW	clock network [uW]
after global routing	6060	1260	8210
after CTS	6060	1170	7580
final	6070	1180	7350
==> per-layer routing <==
layer  up-vias  GRT usage (%)  wire length [um]
li1      15800              -                 -
met1     16600           32.8             55500
met2      1732           37.8             70300
met4        12           11.2              4890
met3       264           15.9             18900
met5         -          0.628               170
==> cells by family (layout without fill, tap and decap cells) <==
kind of cell           Yosys count  count (layout)  synth area share [%]
flip-flops                    1024            1024                  63.1
multiplexers                  1024            1024                  21.0
other                            1              37               0.00769
AND-OR/OR-AND                  576             576                  8.05
AND/OR/NAND/NOR                508             508                  4.71
buffers and inverters          254            1502                  3.16
==> stage by stage <==
step / area, um2 / util, % / std cells
6_report: 61300 / 50.9 / 6283
5_1_grt: 61300 / 50.9 / 6281
4_1_cts: 61000 / 50.7 / 6277
3_5_place_dp: 52600 / 43.6 / 5038
3_3_place_gp: 52600 / 43.6 / 5038
2_1_floorplan: 48900 / - / 3418
==> path summary, 6_finish.rpt <==
kind | startpoint | end | slack (ns) | cells after the start
max | regs[0][7] | out2[7] | 0.02 | 6
min | readB[1] | out2[15] | 4.13 | 6
==> what timing repair did <==
item	4_1_cts	5_1_grt
resized	148	72
setup endpoints to repair	58	40
hold endpoints to repair	0	0
setup buffers	2	1
pin swaps	39	51
Power is estimated from default activity; no workload was simulated.
