## /design/flow/run.sh

```bash
#!/bin/bash
# OpenROAD 26Q1-2900-gdf79404cd8, Yosys 0.63+post, stock flow scripts
make -C /OpenROAD-flow-scripts/flow DESIGN_CONFIG=/design/flow/config.mk WORK_HOME=/design/flow/orfs finish
```

## /design/flow/config.mk

```make
export PLATFORM = sky130hd
export DESIGN_NAME = ALU
export DESIGN_NICKNAME = ALU
export VERILOG_FILES = /design/flow/design.v
export SDC_FILE = /design/flow/constraint.sdc
export NUM_CORES = 4
export LEC_CHECK = 1
export CORE_UTILIZATION = 40
```

## /design/flow/constraint.sdc

```tcl
current_design ALU

set clk_period 17.4
set clk_io_pct 0.2

create_clock -name clk0 -period $clk_period

set non_clock_inputs [all_inputs -no_clocks]
set_input_delay [expr $clk_period * $clk_io_pct] -clock clk0 $non_clock_inputs
set_output_delay [expr $clk_period * $clk_io_pct] -clock clk0 [all_outputs]
```

## /design/flow/design.v

```verilog
`timescale 1ns / 1ps
module ALU(
    input [3:0] aluCtrl,
    input [31:0] inA,
    input [31:0] inB,
    output [31:0] out,
    output Zero
    );
	reg result;
	assign Zero = (out == 0);
	assign out = (aluCtrl == 4'b0000 ? (inA & inB) :
		(aluCtrl == 4'b0001 ? (inA | inB) :
		(aluCtrl == 4'b0010 ? (inA + inB) :
		(aluCtrl == 4'b0110 ? (inA - inB) :
		(aluCtrl == 4'b0111 ? (inA < inB) :
		(aluCtrl == 4'b1100 ? ~(inA | inB) : 0
		)
		)
		)
		)
		)
		);
endmodule
```

==> impl_metrics.tcl <==
# yosys + openroad results
set metrics [dict create \
    total_power_w 0.0002223 \
    ios 101 \
    cp_max_fo 3 \
    die_h_microns 122.9 \
    intPower_w 0.00009422 \
    relSlewSlack_pct 46.38 \
    yosys_cells 915 \
    hold_violations 0 \
    max_cap_viol_count 0 \
    routabilityCongestion 0.9575 \
    ir_worst_vdd_mv 0.01556 \
    ctsResizeCount 0 \
    finalSetupViolations 0 \
    combGateArea_sq_um 5321 \
    leakagePower_nw 3.070 \
    setup.worst_path.start_class "input pin" \
    grt_start_max_net_pins 27 \
    top_cells_by_count "96 x ha_1, 93 x nor2_1, 92 x inv_1" \
    flops 0 \
    postSynthSeqShare_pct 0 \
    portBuffers 101 \
    seqPwrFrac_pct 0 \
    critPathCaptureType "output port" \
    drive_gt1_share_pct 4.103 \
    top_cell "ha_1" \
    ys_area_sq_um 5846 \
    avgSynthCellArea_sq_um 6.389 \
    fp.coreArea_sq_um 14040 \
    hold-worst-slack_ps 8107 \
    worstPathRequired_ps 13920 \
    drt_pass1_iterations 6 \
    antenna_found_initial 0 \
    initial_core_util_pct 41.63 \
    clkPwrFrac_pct 0 \
    drt_iter0_drc 490 \
    tns_ps 0 \
    synth.distinct_cells 81 \
    worst_pin_slew_ps 801.7 \
    syn_area_sq_um 5846 \
    routed_wl_microns 22730 \
    die_w_microns 122.9 \
    fin_crit_sh_pct 68.04 \
    period_minus_slack_ps 11840 \
    synthCells 915 \
    p_per_area_nw_per_um2 31.77 \
    synth.top_cell.area_share_pct 20.55 \
    antenna_cells_inserted 0 \
    warnings 96 \
    worstHoldEndpoint "out[31]" \
    yosys_warnings 0 \
    outcome "completed" \
    place_area_sq_um 6997 \
    ant_nets 0 \
    n_fill_cell 1469 \
    power.switching_w 0.0001280 \
    finalMaxSlewViolations 0 \
    ys_top_cells_by_area "ha_1 21%, a21oi_1 7.4%, nor2_1 6.0%" \
    vias 7139 \
    wl_per_cell_microns 19.68 \
    drc 0 \
    syn2layout_area_growth_pct 19.69 \
    hold_class "input pin to output port" \
    fmax_mhz 84.47 \
    grt_pass1_vias 6515 \
    grt_overflow 0 \
    rows 43 \
    worst-setup-path-type "input pin to output port" \
    postCtsSetupBuffers 0 \
    detailed_place_hpwl_microns 17960 \
    hp-start "inB[31]" \
    combPwrFrac_pct 100.0 \
    area.sequential_sq_um 0 \
    hold_depth 5 \
    cts_hold_buffers 0 \
    die_area_sq_um 15100 \
    grt_pass1_wl_microns 35720 \
    grt.total_usage_pct 30.52 \
    utilization_pct 49.83 \
    stdcell_area_sq_um 6997 \
    switching_share_pct 57.61 \
    cp.arrival_ps 8360 \
    rsz0062_at_grt "false" \
    vias_per_cell 6.181 \
    top_area_cell "ha_1" \
    clockBufferCount 0 \
]
## through the flow
stage,setup slack (ps),instances
CTS,5567,1155
detailed placement,5575,1155
floorplan,7341,915
global placement,5538,1155
finish,5561,1155
global route,5312,1155
## kinds of logic (layout without fill, tap and decap cells)
group                      Yosys count  after routing  synth area share [%]
and+or+nand+nor                    334            334                 28.45
AOI/OAI and AO/OA                  320            320                 37.95
buffers and inverters              146            206                 9.696
adders and majority gates           98             98                 21.23
xor gates and xnor gates            11             11                 1.648
muxes                                6              6                 1.027
## worst max-delay path: stages
cell and delay [ps]:
clkdlybuf4s50_1 500, ha_1 200, inv_1 60, fa_1 400
nor2b_1 170, o31ai_1 580, mux2i_1 150, o31a_1 290
or4_4 570, a2111oi_4 230, o2111ai_1 170, a2111oi_2 420
nand4b_1 230, nor4_1 280, and3b_1 180, clkdlybuf4s50_1 450
## layer usage
metal	wire length, microns	vias to the layer above	track usage [%]
li1	-	3476	-
met3	1607	42	2.637
met5	0	-	0
met4	539	0	6.326
met2	10250	301	49.75
met1	10330	3320	43.78
## power by group through the flow
stage / Clock, W / Sequential [W] / Combinational, W
after global routing: 0 / 0 / 0.000242
final: 0 / 0 / 0.000222
after CTS: 0 / 0 / 0.000219
## layout make-up
cell class                 count  share of cell area (%)
multi-input combinational    769                   76.06
timing repair buffer         113                   15.74
inverter                      93                   4.989
tap                          180                   3.219
## cell usage in the layout, fill, tap and decap left out, types with 6 or more instances in the layout
cell	n
a22oi_1	6
a221oi_1	11
or2_2	7
a211o_1	8
a21o_1	11
mux2i_1	6
nor4_1	11
nand2b_1	17
o21bai_1	7
nand3_1	22
xnor2_1	7
or3_1	6
inv_1	92
a31oi_1	9
nor3_1	25
nor2b_1	14
nand2_1	86
nor2_1	93
a211oi_1	22
nand4_1	10
o211ai_1	12
o31ai_1	11
a21oi_1	86
clkdlybuf4s50_1	101
o21ai_0	53
o221ai_1	6
ha_1	96
a221o_1	9
buf_4	12
## worst max-delay path by stage
stage | startpoint | to | slack [ps] | cells after the start
finish | inB[0] | Zero | 5560 | 16
CTS | inA[0] | Zero | 5570 | 17
global route | aluCtrl[0] | Zero | 5310 | 14
Power and IR drop assume default switching activity.
